`/design/flow/config.mk`:
```
export PLATFORM = sky130hd
export DESIGN_NAME = requatize
export DESIGN_NICKNAME = requatize
export VERILOG_FILES = /design/flow/design.v
export SDC_FILE = /design/flow/constraint.sdc
export NUM_CORES = 4
export LEC_CHECK = 1
export CORE_UTILIZATION = 50
```
`/design/flow/constraint.sdc`:
```
current_design requatize

set clk_period 13.1
set clk_io_pct 0.2

create_clock -name clk0 -period $clk_period [get_ports {Clk}]

set non_clock_inputs [all_inputs -no_clocks]
set_input_delay [expr $clk_period * $clk_io_pct] -clock clk0 $non_clock_inputs
set_output_delay [expr $clk_period * $clk_io_pct] -clock clk0 [all_outputs]
```
`/design/flow/design.v`:
```
// synopsys translate_off
`timescale 1ns / 1ns
// synopsys translate_on
module requatize(Clk,
                 Rst,
                 Enable,   
                 Done,  
                 Mulin1,
                 Mulin2,
                 Mulout,
                 Channel,
                 Rom_CEN,
                 Rom_A,
                 Rom_Q,
                 Ram_WEN,
                 Ram_CEN,
                 Ram_A,
                 Ram_D,  
                 Ram_Q,
                                 Sfrq,
                                 Blocksplit_flag,
                 Block_type,
                 Switch_point,
                                 Global_gain,
                 Sub0_gain,
                                 Sub1_gain,
                                 Sub2_gain,
                 Preflag,
                 Scalefac_scale);
input         Clk;
input         Rst;
input         Enable;
input[19:0]   Rom_Q;
input         Channel;
input[19:0]   Ram_Q;
input         Blocksplit_flag;
input[1 :0]   Block_type;
input         Switch_point;
input[7 :0]       Global_gain;
input[2 :0]   Sub0_gain;
input[2 :0]       Sub1_gain;
input[2 :0]       Sub2_gain;
input         Preflag;
input         Scalefac_scale;   
input[39:0]   Mulout;
input[1 :0]   Sfrq;
output        Done;
output        Ram_CEN;
output        Ram_WEN;
output[12:0]  Ram_A;
output[19:0]  Ram_D;
output[12:0]  Rom_A;
output        Rom_CEN;
output[19:0]  Mulin1;
output[19:0]  Mulin2;
reg           Done;
reg           Ram_CEN;
reg           Ram_WEN;
reg[12:0]     Ram_A;
reg[19:0]     Ram_D;
reg[12:0]     Rom_A;
reg           Rom_CEN;
reg[19:0]     Mulin1;
reg[19:0]     Mulin2;
parameter
          IDLE   =4'b0000,
          SAMPLE =4'b0001,
          SFBSEL =4'b0010,
          SCALE  =4'b0011,
          MULTI  =4'b0100,
          MULTO  =4'b0101,
          WRITE  =4'b0110,
          READY  =4'b0111,
                         WAIT   =4'b1000;
reg [3 :0] CS,NS;
reg [19:0] Sample_reg; 
reg [15:0] Sample_reg_Temp0;
reg [9 :0] Sample_reg_Temp1;
reg [2 :0] Sample_Cnt;
reg [9 :0] Line_reg;
reg [3 :0] Scale_reg;   
reg [2 :0] Scale_Cnt;
reg [9 :0] Index_reg;   
reg [4 :0] Sfb_reg;       
reg [2 :0] Sfb_Cnt;          
reg [1 :0] Win_reg;
reg [20:0] Mulout_reg; 
reg [3 :0] Is_Exp ;   
reg        Sign_reg;
reg        Is_Big;
reg[1 :0]  Block;          
reg[12:0]  Ram_addr;
reg        Ram_we;
reg        Ram_ce;
reg[12:0]  Rom_addr;
reg        Rom_ce; 
reg        Long;
reg [2 :0] Sub_gain;
reg [1 :0] Pretab;
reg [4 :0] Temp2;
reg [19:0] Gain_Correct;   
reg [3 :0] Is_Exp_Temp;   
reg [7 :0] Temp3;
reg [19:0] Temp4;
reg [19:0] Temp5;
reg signed[8 :0] Temp0; 
reg signed[8 :0] Temp1;  
reg signed[19:0] Temp6;
reg signed[5 :0] Exp_A;
reg signed[6 :0] Ind_A;    
reg signed[2 :0] Ind_B;
reg signed[5 :0] Exp_B;
reg signed[5 :0] Inx;
reg signed[7 :0] Exp;     
always@(posedge Clk)
begin
 if(!Rst)
   CS<=#0 IDLE;
 else
   CS<=#0 NS;
end
always@(CS or Line_reg or Sample_Cnt or Index_reg or Sfb_Cnt or Scale_Cnt or Enable)
begin
  case(CS) 
   IDLE:   if(Enable)
             NS=SAMPLE;
           else 
             NS=IDLE; 
   SAMPLE: if(Sample_Cnt==5)
             NS=SFBSEL;
           else
             NS=SAMPLE;              
   SFBSEL: if((Line_reg!=Index_reg)||((Sfb_Cnt==2)&&(Line_reg==36)))
             NS=SCALE;
           else
             NS=SFBSEL;    
   SCALE:  if(Scale_Cnt==2)
             NS=MULTI;
           else
           NS=SCALE;  
   MULTI:  NS=MULTO;
   MULTO:  NS=WAIT ;
        WAIT :  NS=WRITE;  
   WRITE:  if(Line_reg==575)
                  NS=READY;
                          else 
                            NS=SAMPLE;
   READY:  NS=IDLE; 
   default:NS=IDLE;
  endcase            
end    
always@(posedge Clk)
begin
 if((CS==MULTO)&&(Line_reg==575))
   Done<=#0 1'b1;
 else 
   Done<=#0 1'b0;
end
always@(posedge Clk)
begin
 if(!Rst||Sample_Cnt==5)
   Sample_Cnt<=#0 3'b0;
 else if(CS==SAMPLE)
   Sample_Cnt<=#0 Sample_Cnt+1;
end
always@(posedge Clk)
begin
 if(Sample_Cnt==2)
   Sample_reg<=#0 Ram_Q;
 else if(Sample_Cnt==5)
   Sample_reg<=#0 Rom_Q; 
end 
always@(posedge Clk)
begin
 if(Sample_Cnt==2)
   Sign_reg<=#0 Ram_Q[15];
end
always@(Sample_reg)
begin
 if(Sample_reg[15])
  Sample_reg_Temp0=~(Sample_reg[15:0])+1;
 else
  Sample_reg_Temp0=Sample_reg[15:0];
end
always@(Sample_reg_Temp0)
begin
 if(Sample_reg_Temp0[15:10]!=0)
   Sample_reg_Temp1=Sample_reg_Temp0[12:3];
 else
   Sample_reg_Temp1=Sample_reg_Temp0[9 :0];
end  
always@(posedge Clk)           
begin
  if(Sample_Cnt==0)
    Is_Big<=#0 1'b0;
  else if((Sample_Cnt==3)&&(Sample_reg_Temp0[15:10]!=0))
    Is_Big<=#0 1'b1;
end           
always@(Sample_reg_Temp1)
begin
 if(Sample_reg_Temp1==0||Sample_reg_Temp1==1)
   Is_Exp_Temp=4'b0;
 else if(Sample_reg_Temp1==2)
   Is_Exp_Temp=4'b0010;
 else if(Sample_reg_Temp1==3||Sample_reg_Temp1==4)
   Is_Exp_Temp=4'b0011;
 else if((Sample_reg_Temp1>4)&&(Sample_reg_Temp1<9))
   Is_Exp_Temp=4'b0100;
 else if((Sample_reg_Temp1>8)&&(Sample_reg_Temp1<14))
   Is_Exp_Temp=4'b0101;                 
 else if((Sample_reg_Temp1>13)&&(Sample_reg_Temp1<23))
   Is_Exp_Temp=4'b0110;          
 else if((Sample_reg_Temp1>22)&&(Sample_reg_Temp1<39))
   Is_Exp_Temp=4'b0111;          
 else if((Sample_reg_Temp1>38)&&(Sample_reg_Temp1<65))
   Is_Exp_Temp=4'b1000;          
 else if((Sample_reg_Temp1>64)&&(Sample_reg_Temp1<108))
   Is_Exp_Temp=4'b1001;
 else if((Sample_reg_Temp1>107)&&(Sample_reg_Temp1<182))
   Is_Exp_Temp=4'b1010;
 else if((Sample_reg_Temp1>181)&&(Sample_reg_Temp1<305))
   Is_Exp_Temp=4'b1011;
 else if((Sample_reg_Temp1>304)&&(Sample_reg_Temp1<513))
   Is_Exp_Temp=4'b1100;
 else if((Sample_reg_Temp1>512)&&(Sample_reg_Temp1<862))
   Is_Exp_Temp=4'b1101;
 else          
   Is_Exp_Temp=4'b1110;
end
always@(posedge Clk)
begin
  if(Sample_Cnt==3)
    Is_Exp <=#0 Is_Exp_Temp;
end               
always@(Blocksplit_flag or Block_type or Switch_point)
begin
  if((Blocksplit_flag==1)&&(Block_type==2)) 
      begin
      if (Switch_point==1) 
                 Block=2'b11;                      
           else                                            
       Block=2'b10;                                          
                end              
  else 
            Block=2'b00;                      
end 
always@(Block or Line_reg)
begin
 if((Block==0)||((Block==3)&&(Line_reg<35)))
   Long=1;
 else
   Long=0;
end 
always@(posedge Clk)
begin
  if(CS==SFBSEL)
    Sfb_Cnt<=#0 Sfb_Cnt+1;
  else
    Sfb_Cnt<=#0 2'b0;
end
always@(posedge Clk)
begin      
 case(Block)
   0: begin 
      if(CS==IDLE)
        Index_reg<=#0 10'b0000000100;
      else if(Sfb_Cnt==2)
        Index_reg<=#0 Rom_Q[9:0];
      end
   2:begin 
      if(CS==IDLE)
        Index_reg<=#0 10'b0000001100;
      else if(Sfb_Cnt==2)
        Index_reg<=#0 Rom_Q[9:0];
      end  
  3:begin 
      if(CS==IDLE)
        Index_reg<=#0 10'b0000000100;  
      else if(Line_reg==36)
        Index_reg<=#0 10'b0000110000;
      else if(Sfb_Cnt==2)
        Index_reg<=#0 Rom_Q[9:0];
      end  
  endcase
end 
always@(posedge Clk)
begin
  if(CS==IDLE)
    Sfb_reg<=#0 5'b0;
  else if((Line_reg==36)&&(Block==3))
    Sfb_reg<=#0 5'b00011;
  else if(Sfb_Cnt==2)
    Sfb_reg<=#0 Sfb_reg+1;
end    
always@(posedge Clk)
begin
 if(CS==SCALE)
   Scale_Cnt<=#0 Scale_Cnt+1;
 else 
   Scale_Cnt<=#0 2'b0;
end
always@(posedge Clk)
begin
  if(Scale_Cnt==2)
    Scale_reg<=#0 Ram_Q[3:0];
end
always@(Win_reg or Sub0_gain or Sub1_gain or Sub2_gain)
begin
  case(Win_reg)
    0: Sub_gain=Sub0_gain;
    1: Sub_gain=Sub1_gain;
    default:Sub_gain=Sub2_gain;
  endcase
end
always@(Sfb_reg)
begin 
  case(Sfb_reg)
        11: Pretab=2'b01;
        12: Pretab=2'b01;
        13: Pretab=2'b01;
        14: Pretab=2'b01;
        15: Pretab=2'b10;
        16: Pretab=2'b10;
        17: Pretab=2'b11;
        18: Pretab=2'b11;
        19: Pretab=2'b11;
        20: Pretab=2'b10;
   default:Pretab=2'b00;
  endcase
end   
always@(Inx)
begin 
  case(Inx[3:0])
    0:Gain_Correct=20'd110218;
    1:Gain_Correct=20'd131072;
    2:Gain_Correct=20'd155872;
    3:Gain_Correct=20'd185364;
    4:Gain_Correct=20'd220436;
    5:Gain_Correct=20'd262144;
    6:Gain_Correct=20'd311744;
    7:Gain_Correct=20'd370728;
    8:Gain_Correct=20'd440872;
    default:Gain_Correct=20'd0;
   endcase
end
always@(Global_gain)
begin
    Temp0=Global_gain-210;
end
always@(posedge Clk)
begin
  if(!Long)
    Temp1<=#0 Temp0-{Sub_gain,3'b0};
  else
    Temp1<=#0 Temp0;
end
always@(Temp1)
begin
  Ind_A={4'b0,Temp1[1:0]};
  Exp_A=Temp1[8:2];
end
always@(Pretab or Preflag or Scale_reg or Scalefac_scale or Long)
begin
  if(Long&&Preflag)
    Temp2={1'b0, Scale_reg}+Pretab;
  else
    Temp2={1'b0, Scale_reg};
  if(!Scalefac_scale)
    begin
         Exp_B={2'b0,Temp2[4:1]};
    if(Temp2[0])
     Ind_B=3'b010;
         else
          Ind_B=3'b000; 
    end
  else
    begin
    Ind_B=3'b000;
    Exp_B={1'b0,Temp2};
    end
end
always@(Ind_A or Ind_B)
begin
  Inx=Ind_A-Ind_B+5;
end  
always@(CS or Gain_Correct or Sample_reg)
begin
  if(CS==MULTI)
   begin
   Mulin1=Gain_Correct;
        Mulin2=Sample_reg;
        end
  else
   begin
   Mulin1=20'b0;
        Mulin2=20'b0;
        end   
end
always@(posedge Clk)
begin
 if(CS==MULTO)
  Mulout_reg<=#0 Mulout[37:17];
end 
always@(Exp_A or Exp_B or Is_Exp or Is_Big)
begin
 Exp=({Exp_A[5],Exp_A[5],Exp_A}-{2'b0,Exp_B})+({4'b0,Is_Exp}+{5'b0,Is_Big,2'b0});
end
always@(Mulout_reg)
begin
 Temp6=Mulout_reg[20:1]+Mulout_reg[0];
end
always@(Exp)
begin
 if(Exp[7])
  Temp3=~(Exp)+1;
 else
  Temp3=Exp;
end   
always@(posedge Clk)
begin
 if(Exp[7])
   Temp4<=#0 Temp6>>Temp3;
 else
   Temp4<=#0 Temp6<<Temp3;
end
always@(Temp4 or Sign_reg or Temp6)
begin
 if(Temp6==0)
    Temp5=20'b0;
 else
  begin
  if(Sign_reg)
    Temp5=~(Temp4)+1;
  else
    Temp5=Temp4;
  end    
end
always@(posedge Clk)
begin
  if(CS==WRITE)
    Ram_D<=#0 Temp5;
end
always@(posedge Clk)
begin
 if(CS==IDLE)
   Line_reg<=#0 10'b0;
 else if(CS==WRITE)
   Line_reg<=#0 Line_reg+1;
end
always@(posedge Clk)
begin
  if(CS==IDLE||Win_reg==3)
    Win_reg<=#0 2'b0;
  else if(CS==WRITE)
    Win_reg<=#0 Win_reg+1;
end 
always@(CS or Line_reg or  Sample_Cnt or Win_reg or Channel or Sfb_reg or Scale_Cnt or Long)
begin 
  if((CS==SAMPLE)&&(Sample_Cnt==0))
    begin
      Ram_we=1'b1;
      Ram_ce=1'b0;
      Ram_addr={2'b01,Channel,Line_reg};
    end
   else if((CS==SCALE)&&(Scale_Cnt==0))
    begin  
      Ram_we=1'b1;
      Ram_ce=1'b0;
      if(Long)
      Ram_addr=2624+{7'b0,Channel, Sfb_reg};
      else    
      Ram_addr=2624+{6'b0,1'b1,Sfb_reg[3:0],Win_reg};
    end   
  else if(CS==WRITE)
   begin 
    Ram_we=1'b0;
    Ram_ce=1'b0;
    Ram_addr={2'b01,Channel,Line_reg};
   end
  else
   begin 
    Ram_we=1'b1;
    Ram_ce=1'b1;
    Ram_addr=13'b0;
   end
end
always@(CS or Sample_reg_Temp1 or  Sample_Cnt or Sfrq or Sfb_reg or Long)
begin           
  case(CS) 
      SAMPLE:if(Sample_Cnt==3) 
               begin
               Rom_ce=1'b0;
               Rom_addr=Sample_reg_Temp1+3007; 
               end
             else               
               begin 
               Rom_ce=1'b1;
               Rom_addr=13'b0;  
               end
      SFBSEL:if(Sample_Cnt==0)  
               begin
               Rom_ce=1'b0;
               if(Long)
               Rom_addr=2818+{6'b0,Sfrq,Sfb_reg};
               else    
               Rom_addr=2914+{7'b0,Sfrq,Sfb_reg[3:0]}; 
               end  
             else                
               begin 
               Rom_ce=1'b1;
               Rom_addr=13'b0;   
               end
     default:begin
              Rom_ce=1'b1;
              Rom_addr=13'b0;
             end
  endcase          
end
always@(posedge Clk)
begin
  Ram_A<=#0 Ram_addr;
  Ram_WEN<=#0 Ram_we;
  Ram_CEN<=#0 Ram_ce;
end
always@(posedge Clk)
begin
  Rom_A<=#0 Rom_addr;
  Rom_CEN<=#0  Rom_ce;
end
endmodule 
```
`/design/flow/run.sh`:
```
#!/bin/bash
# OpenROAD 26Q1-2900-gdf79404cd8, Yosys 0.63+post, stock flow scripts
make -C /OpenROAD-flow-scripts/flow DESIGN_CONFIG=/design/flow/config.mk WORK_HOME=/design/flow/orfs finish
```
==> impl.org <==
* Flow results

** Route
- Wires add up to 34100 um.
- Residual DRC count :: 0
- In the log, the iteration count for the first detailed-route pass is 5.
- In the routed netlist, the antenna diode instances number 0.
- In the final routed layout, each cell accounts on average for 17.93 um.
- Vias per inst :: 5.821
- Per the detail_route report, the via count comes to 11.07k.
- In this run, the number of DRC markers left after iteration 0 of detailed routing was 750.
- In this run the remaining antenna-violating nets after routing total 0.

** Synth
- Most common cell in the netlist :: sky130_fd_sc_hd__nand2_1
- The synthesis log from Yosys contains 2 warnings.
- Top-area cell type share of the netlist area :: 19.01%
- Avg Synthesized Cell Area :: 8.854 um2
- For this run, asynchronously set or reset flops after synthesis account for 0%.
- In the synthesized netlist, the number of instances is 1427.
- In the Yosys report, the sequential cells make up 33.59% of the chip area.
- The commonest cells after synthesis are sky130_fd_sc_hd__nand2_1 (136), sky130_fd_sc_hd__nor2_1 (126), sky130_fd_sc_hd__dfxtp_1 (92).
- Counting distinct cell types in the post-synthesis netlist gives 93.
- Number of storage elements in the synthesis netlist :: 172
- The post-synth count of flops with an enable pin is 80.
- Largest area contributor in the synthesized netlist :: sky130_fd_sc_hd__edfxtp_1
- Main area contributors :: sky130_fd_sc_hd__edfxtp_1 (19%), sky130_fd_sc_hd__dfxtp_1 (15%), sky130_fd_sc_hd__ha_1 (5.0%), sky130_fd_sc_hd__xnor2_1 (4.3%), sky130_fd_sc_hd__nand2_1 (4.0%)
- Most used DFF post-synth :: sky130_fd_sc_hd__dfxtp_1
- The chip area line in the Yosys stat output reads 0.01263 mm2.
- The number of cells reported by Yosys stat comes to 1427.
- The mapped netlist covers 0.01263 mm2.

** Clocking
- As reported, the later end of the worst-skew pair has a clock insertion delay of 0.44 ns.
- Once the clock tree was built, the resizer swapped 0 gates to a different size.
- The CTS log lists the clock sinks for this run as 172.
- CTS added clock buffers totalling 17.
- The cell sitting at the root of the clock tree is a sky130_fd_sc_hd__clkbuf_16.
- # Post-CTS Setup Buffers :: 0
- Number of buffers on the longest clock path :: 2
- Number of H-tree branching levels :: 4
- After clock tree synthesis, the flow added hold-fix buffers numbering 0.
- TritonCTS built the clock tree.
- After clock tree synthesis, the clock-pin slew on the worst setup and hold paths is 0.08 ns.

** Placement
- Post-detailed-placement cell area :: 0.01461 mm2
- HPWL reported at the end of detailed placement :: 25950 um
- Count of buffers inserted at the top-level ports :: 175
- RePlAce Congestion :: 1.064

** Floorplanning
- For this design the top-level I/O count stands at 199.
- According to the floorplan report, the die height is 161.0 um.
- The share of the core area taken by cells at floorplan is 51.50%.
- The core region is 0.02453 mm2.
- The overall die size recorded for this design is 0.02591 mm2.
- According to the floorplan report, the die width is 161.0 um.
- The report lists the number of standard-cell rows as 57.

** Run status
- The flow ran to the end, and the final reports show no timing, DRC or antenna violations.

** Worst setup path
- The launch point of the critical path was reported as Block_type[0].
- Data arrival, critical path :: 6.67 ns
- Highest fanout seen on the critical path :: 17
- Counting stages on the worst path, the most repeated cell is sky130_fd_sc_hd__nand2_1.
- Per the timing report, the most critical flop-to-flop path originates at Line_reg[0].
- The signal on the critical path passes through clkdlybuf4s50_1 -> nand3b_1 -> a31o_2 -> nand2_1 -> mux2i_1 -> or2_2 -> inv_1 -> ha_1 -> inv_1 -> nand2_1 -> ha_1 -> nor2b_1 -> nand2_1 -> a21oi_1 -> a21oi_1 -> nor2b_1 -> clkdlybuf4s50_1.
- Required time at the endpoint of the critical path :: 10.48 ns
- Per STA, the highest per-stage delay on the worst path measures 0.46 ns.
- Critical Path Source Type :: input port
- Slowest cell on crit path :: sky130_fd_sc_hd__clkdlybuf4s50_1
- Crit path capture type :: output port
- Start-to-end type of the worst setup path :: in2out

** Power
- The script computed the net switching share of total power as 41.86%.
- Switching power summed over all nets :: 0.9043 mW
- Fraction of power consumed by combinational cells :: 45.6%
- The worst VDD IR drop from the latest analysis is 0.0001093 V.
- Of the total power, the clock network draws 24.8%.
- The script computed a power per unit cell area of 141.7 mW/mm2.
- The leakage power in the latest report is 5.729 nW.
- Share of total power in sequential cells :: 29.6%
- In the power breakdown, the internal column shows 1.256 mW.
- PnR Total Power :: 2.160 mW

** Cells and area
- Post-synthesis to final-layout area growth :: 20.63%
- Cells fill 62.12% of the core in the end.
- Filler Cell Count :: 2080
- The register with the most flip-flops in the layout has 21 of them.
- Final instance area :: 0.01524 mm2
- Ratio of cells with drive above 1 in the final layout :: 8.872%

** Timing
- Final critical delay including setup and external delays :: 9.293 ns
- Setup repair after global routing left no endpoint under its margin.
- Fmax achieved :: 107.6 MHz
- Final worst-path cycle share :: 70.94%
- Final setup TNS :: 0 ns
- For reference, the final report shows the hold violation count at 0.
- Final Setup Violations :: 0
- Across all hold checks on the routed design, the worst slack comes to 0.4284 ns.
- Count of final max-slew check failures :: 0
- Maximum clock skew at final layout :: 0.02031 ns
- Slew at the pin closest to its max-slew limit :: 0.8759 ns
- The worst pin sits at a relative slew slack of 41.53%.

** Global routing
- Overflow left after global routing :: 0
- The first global-routing pass estimated 54510 um of wire.
- Via count of the first global-routing pass :: 10.41k
- Pin count of the biggest net entering global routing :: 32
- Number of antenna violations at the first check in global routing :: 0
- Across every metal layer, demand over resource in global routing totals 27.66%.

** Job
- Tool Warnings :: 60
- Number of max-capacitance violations reported :: 0

** Min path
- The launch point of the worst min-delay path is recorded as CS[8].
- Worst min path class :: reg2reg
layout by cell type, fill, tap and decap left out, drive strengths merged, types with 8 or more instances in the layout:
master | Yosys | routed
xnor2 | 63 | 63
nor2 | 126 | 126
o211ai | 10 | 10
mux2 | 29 | 29
nand2 | 137 | 137
mux4 | 19 | 19
mux2i | 45 | 45
a31oi | 18 | 18
conb | 2 | 14
edfxtp | 80 | 80
a211oi | 16 | 16
ha | 50 | 50
or3 | 11 | 11
o21a | 10 | 10
nor3 | 47 | 47
a21o | 10 | 10
nand3 | 43 | 43
o31ai | 15 | 15
and3 | 10 | 10
nor2b | 28 | 28
dfxtp | 92 | 92
o41ai | 8 | 8
clkbuf | 61 | 17
nand4 | 16 | 16
o21ai | 67 | 67
inv | 62 | 72
a21oi | 73 | 73
buf | 29 | 22
xor2 | 54 | 54
clkdlybuf4s50 | 0 | 175
nor4 | 15 | 15
o22ai | 18 | 18
and2 | 33 | 33
nand2b | 18 | 18
o211a | 8 | 8
power by group through the flow:
stage | Sequential, mW | Clock (mW) | Combinational [mW]
after global routing | 0.645 | 0.569 | 1.07
after CTS | 0.640 | 0.548 | 0.977
final | 0.640 | 0.535 | 0.985
per-layer routing:
metal | global-route usage [%] | vias up | share of wire, %
li1 | - | 5439 | -
met1 | 39.10 | 5217 | 42
met2 | 45.79 | 358 | 49
met3 | 3.926 | 57 | 5.4
met4 | 8.062 | 0 | 3.1
met5 | 0 | - | 0
area by class of cell:
type	count	area, um2	share of cell area, %
Clock inverter	15	206.4	1.355
Sequential cell	172	4244	27.85
Clock buffer	17	425.4	2.791
Timing Repair Buffer	197	1917	12.58
Multi-Input combinational cell	1114	7806	51.22
Tap cell	324	405.4	2.660
Inverter	63	236.5	1.552
kinds of logic (layout without fill, tap and decap cells):
family | count (synthesis) | count (layout) | share of synthesized area, %
buffers and inverters | 153 | 292 | 5.149
adder cells (fa/ha/maj) | 55 | 55 | 5.744
other | 2 | 14 | 0.05944
XOR/XNOR | 117 | 117 | 8.170
multiplexers | 93 | 93 | 9.853
AND/OR/NAND/NOR | 513 | 513 | 19.90
flip-flops | 172 | 172 | 33.59
AND-OR/OR-AND | 322 | 322 | 17.54
metrics by stage:
stage,cells,setup slack (ns)
after floorplan,1439,5.047
after global placement,1870,3.868
after detailed placement,1870,3.834
after CTS,1902,3.826
after global routing,1902,3.519
final,1902,3.807
path summary, 6_finish.rpt:
kind	to	slack, ns	cells past startpoint
max reg2reg	Temp4[0]	5.98	24
min	CS[0]	0.43	1
min reg2reg	CS[0]	0.43	1
max	Mulin1[17]	3.81	17
worst max-delay path: cells and delay by family:
family                     cells  cell delay (ns)
adders and majority gates      2             0.75
muxes                          1             0.19
buffers and inverters          4             1.17
AOI/OAI and AO/OA              3             0.57
and+or+nand+nor                7             1.35
Power figures rest on the tool's default switching activity, not on a simulated workload.
