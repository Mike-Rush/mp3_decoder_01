===== ./run.sh =====
#!/bin/bash
# OpenROAD 26Q1-2900-gdf79404cd8, Yosys 0.63+post, stock flow scripts
make -C /OpenROAD-flow-scripts/flow DESIGN_CONFIG=/design/flow/config.mk WORK_HOME=/design/flow/orfs finish

===== ./config.mk =====
export PLATFORM = sky130hd
export DESIGN_NAME = Filterbank
export DESIGN_NICKNAME = Filterbank
export VERILOG_FILES = /design/flow/design.v
export SDC_FILE = /design/flow/constraint.sdc
export NUM_CORES = 4
export LEC_CHECK = 1
export CORE_UTILIZATION = 40

===== ./constraint.sdc =====
current_design Filterbank

set clk_period 17.7
set clk_io_pct 0.2

create_clock -name clk0 -period $clk_period [get_ports {Clk}]

set non_clock_inputs [all_inputs -no_clocks]
set_input_delay [expr $clk_period * $clk_io_pct] -clock clk0 $non_clock_inputs
set_output_delay [expr $clk_period * $clk_io_pct] -clock clk0 [all_outputs]

===== ./design.v =====
// synopsys translate_off
`timescale 1ns / 1ns
// synopsys translate_on
module Filterbank(Clk,
                  Rst,
                  Enable,   
                  Done,  
                  Mulin1_fil,
                  Mulin2_fil,
                  Mulout, 
                  Channel,
                  Ram_WEN,
                  Ram_CEN,
                  Ram_A,
                  Ram_D,  
                  Ram_Q, 
                  Rom_A,
                  Rom_Q,
                  Rom_CEN);
input         Clk;
input         Rst;
input         Enable;
input         Channel;
input[19:0]   Ram_Q;
input[39:0]   Mulout;
input[19:0]   Rom_Q;
output        Done;
output        Ram_CEN;
output        Ram_WEN; 
output        Rom_CEN;
output[12:0]  Rom_A;
output[12:0]  Ram_A;
output[19:0]  Ram_D;
output[19:0]  Mulin1_fil;
output[19:0]  Mulin2_fil;
reg           Done;
reg           Ram_CEN;
reg           Ram_WEN;   
reg           Rom_CEN;
reg[12:0]     Rom_A;
reg[12:0]     Ram_A;
reg[19:0]     Ram_D;
reg signed[19:0] Mulin1_fil;
reg signed[19:0] Mulin2_fil;   
reg[3 :0] Fifo_point0;
reg[3 :0] Fifo_point1;
reg[9 :0] Clear_Cnt0;
reg       Clear_Cnt1;  
reg       Clear_flag;        
reg[2 :0] CS,NS;
reg[4 :0] Sfb_cnt;
reg[4 :0] Line_cnt;
reg[5 :0] Mdct_cnt;          
reg       Mdct_en0;
reg       Mdct_en1;
reg signed[19:0] Data0_reg;
reg signed[19:0] Data1_reg;
reg signed[19:0] Accum_reg;
reg signed[39:0] Mulout_reg;  
reg signed[45:0] Adder_reg;
parameter 
          IDLE =3'b000,
          CLEAR=3'b001,
          MDCT =3'b010,
          ACCUM=3'b011, 
          SELST=3'b100,
          READY=3'b101;
reg        RamWen_c;
reg[12:0]  RamAddr_c;
reg        RamCen_m;
reg        RamWen_m;
reg[12:0]  RamAddr_m;
reg[19:0]  RamD_m; 
reg        RomCen_m;
reg[12:0]  RomAddr_m;  
reg        RamCen_a;
reg        RamWen_a;
reg[12:0]  RamAddr_a;
reg        RomCen_a;
reg[12:0]  RomAddr_a;
reg        Mdct_en;    
reg[5 :0]  Addr1;
reg[5 :0]  Addr2;  
reg[4 :0]  Addr3;
reg[5 :0]  Temp2;
reg[5 :0]  Temp3;
reg[5 :0]  Temp4;
reg[4 :0]  Temp5;  
reg[9 :0]  Temp6;   
reg[9 :0]  Temp7;
reg[3 :0]  Temp8; 
reg[9 :0]  Temp10; 
reg[15:0]  Temp12;
reg[9 :0]  Temp11;
reg signed[19:0]Temp0; 
wire       Poverflow;
wire       Noverflow;
always@(posedge Clk)
begin
  if(!Rst)
    CS<=#0 IDLE;
  else
    CS<=#0 NS;
end
always@(CS or Clear_Cnt0 or Enable or Clear_flag or Line_cnt or Mdct_cnt or Sfb_cnt or Clear_Cnt1)
begin
  case(CS)
    IDLE: if(Enable)
            begin
            if(Clear_flag)
             NS=MDCT;
            else
             NS=CLEAR;
            end
          else
            NS=IDLE;
   CLEAR:if(Clear_Cnt0==1023&&Clear_Cnt1==1)
          NS=MDCT;
         else
          NS=CLEAR;
   MDCT :if(Line_cnt==31&&Mdct_cnt==39)
           NS=ACCUM;
         else
           NS=MDCT;
   ACCUM:if(Line_cnt==31&&Mdct_cnt==21)
           NS=SELST;
         else
           NS=ACCUM;
   SELST:if(Sfb_cnt==17)
           NS=READY;
         else
           NS=MDCT;   
   READY:  NS=IDLE;
   default: NS=IDLE;
 endcase
end
always@(posedge Clk)
begin
  if(Sfb_cnt==17&&CS==SELST)
    Done<=#0 1'b1;
  else
    Done<=#0 1'b0;
end
always@(posedge Clk)
begin
  if(!Rst)
    Clear_flag<=#0 1'b0;
  else if(Clear_Cnt0==1023)
    Clear_flag<=#0 1'b1;
end
always@(posedge Clk)
begin
  if(CS==CLEAR)
    Clear_Cnt1<=#0 ~Clear_Cnt1;  
  else
    Clear_Cnt1<=#0 1'b0;
end
always@(posedge Clk)
begin
  if(!Rst)
    Clear_Cnt0<=#0 10'b0;
  else if(Clear_Cnt1)
    Clear_Cnt0<=#0 Clear_Cnt0+1;
end
always@(Clear_Cnt0 or Clear_Cnt1 )
begin 
   RamWen_c=1'b0;
   RamAddr_c={2'b11,Clear_Cnt1,Clear_Cnt0};
end
always@(posedge Clk)
begin
  if(CS==IDLE||Mdct_cnt==39||((CS==ACCUM)&&(Mdct_cnt==21)))
    Mdct_cnt<=#0 6'b0;
  else if(CS==MDCT||CS==ACCUM)
    Mdct_cnt<=#0 Mdct_cnt+1;
end
always@(posedge Clk)
begin
 if(CS==IDLE)
   Line_cnt<=#0 5'b0;
 else if(Mdct_cnt==39||((CS==ACCUM)&&(Mdct_cnt==21)))
   Line_cnt<=#0  Line_cnt+1;
end    
always@(posedge Clk)
begin
  if(CS==IDLE)
    Sfb_cnt<=#0 5'b0;
  else if(CS==SELST)
    Sfb_cnt<=#0 Sfb_cnt+1;
end
always@(posedge Clk)
begin
  if(!Rst)
    begin
    Fifo_point0<=#0 4'b0;
    Fifo_point1<=#0 4'b0;
    end
  else if(CS==SELST)
    begin
    if(Channel)       
     Fifo_point1<=#0 Fifo_point1-1;
    else
     Fifo_point0<=#0 Fifo_point0-1;
    end
end
always@(posedge Clk)
begin  
 if(CS==MDCT)
   begin
     Data0_reg<=#0 Ram_Q;
     Data1_reg<=#0 Data0_reg;
   end
end
always@(Rom_Q)
begin
  Mulin1_fil=Rom_Q;
end
always@(Data0_reg or Data1_reg or Line_cnt)
begin
  if(!Line_cnt[0])
   Temp0=Data1_reg+Data0_reg;
  else
   Temp0=Data0_reg-Data1_reg;
end
always@(CS or Ram_Q or Temp0 or Mdct_en)
begin
   if(CS==ACCUM) 
     Mulin2_fil=Ram_Q;
   else if(Mdct_en)  
     Mulin2_fil=Temp0; 
        else
         Mulin2_fil=20'b0;   
end
always@(Mdct_cnt)
begin
  if(Mdct_cnt[5:1]!=0&&Mdct_cnt[5:1]!=1&&Mdct_cnt[5:1]!=18
    &&Mdct_cnt[5:1]!=19&&(!Mdct_cnt[0]))
    Mdct_en=1'b1;
  else
    Mdct_en=1'b0;
end
always@(posedge Clk)
begin
  Mdct_en1<=#0 Mdct_en0;
  Mdct_en0<=#0 Mdct_en;
end
always@(posedge Clk)
begin
  if(Mdct_en0&&(CS==MDCT))
   Mulout_reg[20:0]<=#0 Mulout[38:18];
  else
   Mulout_reg<=#0 Mulout;
end
always@(posedge Clk)
begin
  if(Mdct_cnt==0)
    Accum_reg<=#0 20'b0;
  else if(Mdct_en1)
    Accum_reg<=#0 Accum_reg+Mulout_reg[0]+Mulout_reg[20:1];
end
always@(Mdct_cnt)
begin
  if(Mdct_cnt==0||Mdct_cnt[0]||(Mdct_cnt[5]&&(Mdct_cnt[4:0]!=0)))
    RomCen_m=1'b1;
  else 
    RomCen_m=1'b0;
end
always@(Mdct_cnt or Line_cnt)
begin 
  Temp8=Mdct_cnt[4:1]-1;
  RomAddr_m={4'b1010,Line_cnt,Temp8};
end
always@(CS or Mdct_cnt)
begin
 if((CS==MDCT&&(!Mdct_cnt[5]))||(Mdct_cnt==37||Mdct_cnt==38))
   RamCen_m=1'b0;
 else
   RamCen_m=1'b1;
end
always@(Mdct_cnt)
begin
  if(Mdct_cnt==37||Mdct_cnt==38)
    RamWen_m=1'b0;
  else
    RamWen_m=1'b1;
end
always@(Line_cnt)
begin 
  Temp2=32-Line_cnt;
  Temp3=16+Line_cnt;
  Temp4=80-Line_cnt;
  if(Line_cnt==16)
    begin
    Addr1=6'b010000;  
    Addr2=6'b110000;
    end
  else if(!Line_cnt[4])  
    begin
    Addr1={1'b0,Line_cnt};  
    Addr2=Temp2;
    end
  else
    begin
    Addr1=Temp3;  
    Addr2=Temp4;
    end
end
always@(Channel or Addr1 or Addr2 or Mdct_cnt or Fifo_point0 or Fifo_point1 or Sfb_cnt )
begin 
  Temp5=~{1'b0,Mdct_cnt[5:1]};
  Temp6={2'b0,Mdct_cnt[5:1],4'b0000}+{Mdct_cnt[5:1],1'b0}+Sfb_cnt;  
  Temp7={Temp5,4'b0}+{Temp5,1'b0}+Sfb_cnt;
  case(Mdct_cnt)
    37:begin
       if(Channel)
        RamAddr_m={3'b111,Fifo_point1,Addr1};
       else
        RamAddr_m={3'b110,Fifo_point0,Addr1}; 
       end
    38:begin
       if(Channel)
        RamAddr_m={3'b111,Fifo_point1,Addr2};
       else
        RamAddr_m={3'b110,Fifo_point0,Addr2}; 
       end 
    default:   
       begin
        if(Mdct_cnt[0])
        RamAddr_m={2'b01,Channel,Temp6};
       else
        RamAddr_m={2'b01,Channel,Temp7}; 
       end
  endcase
end                              
always@( Line_cnt or Mdct_cnt or Accum_reg )
begin
  if(Mdct_cnt==37)
    begin
    if(Line_cnt==16)
      RamD_m=20'b0;
     else
      RamD_m=Accum_reg;
    end
  else
    begin 
    if(!Line_cnt[4])      
      RamD_m=~Accum_reg+1;
    else
      RamD_m=Accum_reg;
    end
end
always@(Mdct_cnt )
begin
  if(Mdct_cnt[4]==0)
    RomCen_a=1'b0;
  else
    RomCen_a=1'b1;
end
always@(Mdct_cnt or Line_cnt)
begin
 RomAddr_a={4'b1011,Mdct_cnt[3:0],Line_cnt};
end
always@( Mdct_cnt )
begin
  if(Mdct_cnt[4]==0||Mdct_cnt==20)
    RamCen_a=1'b0;
  else
    RamCen_a=1'b1;
end   
always@(Mdct_cnt )
begin
  if(Mdct_cnt==20)
    RamWen_a=1'b0;
  else
    RamWen_a=1'b1;
end
always@(Mdct_cnt)
begin
  case(Mdct_cnt)
   0 :Addr3=5'b00000;
   1 :Addr3=5'b00011;
   2 :Addr3=5'b00100;
   3 :Addr3=5'b00111;
   4 :Addr3=5'b01000;
   5 :Addr3=5'b01011;
   6 :Addr3=5'b01100;
   7 :Addr3=5'b01111;
   8 :Addr3=5'b10000;
   9 :Addr3=5'b10011;
   10:Addr3=5'b10100;
   11:Addr3=5'b10111;
   12:Addr3=5'b11000;
   13:Addr3=5'b11011;
   14:Addr3=5'b11100;
   default: Addr3=5'b11111;
  endcase
end
always@(Channel or Fifo_point0 or Fifo_point1 or Line_cnt or Mdct_cnt or Sfb_cnt or Addr3)
begin
  begin 
    Temp11={2'b0,Line_cnt[4:0],4'b0000}+{Line_cnt[4:0],1'b0}+Sfb_cnt;
  if(Channel)
    Temp10=Line_cnt+{Addr3,5'b0}+{Fifo_point1,6'b0};
  else
    Temp10=Line_cnt+{Addr3,5'b0}+{Fifo_point0,6'b0};
  end 
  if(Mdct_cnt==20)
    RamAddr_a={2'b01, Channel,Temp11};  
  else 
    RamAddr_a={2'b11, Channel,Temp10};
end  
always@(posedge Clk)
begin
  if(Mdct_cnt==0)
    Adder_reg<=#0 46'b0;
  else if((CS==ACCUM)&&(Mdct_cnt!=0&&Mdct_cnt!=1&&Mdct_cnt!=2&&Mdct_cnt!=3&&Mdct_cnt!=20)) 
    Adder_reg<=#0 Adder_reg+{Mulout_reg[39],Mulout_reg[39],Mulout_reg[39],Mulout_reg[39],Mulout_reg[39],Mulout_reg[39],Mulout_reg};
end  
assign  Poverflow=|Adder_reg[44:37];
assign  Noverflow=&Adder_reg[44:37];    
always@(Adder_reg or Poverflow or Noverflow )
 begin
 if(!Adder_reg[45]&&Poverflow)
   Temp12=16'b0111_1111_1111_1111;
 else if (Adder_reg[45]&&!Noverflow)
   Temp12=16'b1000_0000_0000_0000;
 else
   Temp12=Adder_reg[37:22];
end
always@(posedge Clk)
begin
 if(CS==MDCT)
  begin
  Rom_CEN<=#0 RomCen_m;
  Rom_A<=#0   RomAddr_m;
  end
 else
  begin
  Rom_CEN<=#0 RomCen_a;
  Rom_A<=#0   RomAddr_a;
  end
end
always@(posedge Clk)
begin
 if(CS==MDCT)
  begin
  Ram_CEN<=#0 RamCen_m;
  Ram_A<=#0   RamAddr_m;  
  Ram_D<=#0   RamD_m;
  Ram_WEN<=#0 RamWen_m;
  end
 else if(CS==CLEAR)
  begin
  Ram_CEN<=#0 1'b0;
  Ram_A<=#0   RamAddr_c;  
  Ram_D<=#0   20'b0;
  Ram_WEN<=#0 1'b0;
  end
 else
  begin
  Ram_CEN<=#0 RamCen_a;
  Ram_A<=#0   RamAddr_a;  
  Ram_D<=#0   Temp12;
  Ram_WEN<=#0 RamWen_a;
  end
end
endmodule  

==> results.ini <==
[outcome]
status = complete, no violations

[clock_tree]
cts_buffers = 28
clock_latency_ns = 0.56
cts.sinks = 240
htree_levels = 1
root_buffer = clkbuf_16
path_clk_slew_ns = 0.06
cts_resized = 0
hold_buffers = 0
ctsLongestPathBuffers = 3
cts_tree = done
postCtsSetupBuffers = 0

[finish]
largest_reg_flops = 46
drive_gt1_frac = 0.05857
layout_top_cells = 180 x dfxtp_1, 161 x nand2_1, 160 x nor2_1
fin_area_um2 = 17770
area_growth_pct = 16.49
layout.cells.most_common = dfxtp_1

[detailed_routing]
vias = 12762
drtPass1Iterations = 5
ant_nets = 0
viasPerCell = 5.419
routed_wl_um = 40530
avgRoutedWirePerCell_um = 17.21
drtIter0Drc = 832
insertedDiodeCount = 0
drc = 0

[yosys]
syn_area_per_cell_um2 = 8.730
yosysSeqAreaShare = 0.3537
yosysWarnings = 2
ys.flops = 240
async_reset_ff_frac = 0
syn_inst = 1747
ys_cells = 1747
yosys.cell_types.count = 82
ys_area_um2 = 15250
edf_count = 59
ff_type = dfxtp_1
synth_area_um2 = 15250

[placed_design]
portBuffers = 129
gp_congestion = 0.9489
hpwlAfterDp_um = 30080
place_area_um2 = 16860

[global_route]
grt.overflow.total = 0
grt.total_usage = 0.2175
grt_start_max_net_pins = 62
grt_pass1_wl_um = 64640
grt_pass1_vias = 11933
grt_antenna_before_repair = 0

[critical_path]
critPathKind = primary input to output port
path_cells = clkdlybuf4s50_1 > nand2_1 > o41ai_1 > clkdlybuf4s50_1
required_ns = 14.16
crit_buf_inv = 2
slowest_stage = clkdlybuf4s50_1
cp_top_family = buffers and inverters
path_common_cell = clkdlybuf4s50_1
crit_cells = 4
reg2regPathDepth = 12
critPathMaxStageDelay_ns = 0.52
critPathArrivalTime_ns = 4.68
end_kind = output port
worstPathMaxFanout = 2
cp-start-kind = primary input

[die]
die_height_um = 197.3
die_w_um = 197.3
std_cell_rows = 71
io_pins = 174
coreArea_um2 = 37580
dieArea_um2 = 38920
fp_util = 0.4059

[final_timing]
fin_skew_ns = 0.01232
fin_crit_ns = 8.221
tns_ns = 0
hold_violations = 0
max_slew_margin = 0.4361
timing.fmax_mhz = 121.6
period_used_share = 0.4645
setup_violations = 0
rsz0062_at_grt = false
worst_slew_pin_slew_ns = 0.8245
final_max_slew_viol_count = 0

[worst_hold_path]
worstHoldPathCells = 0
min-delay-path-class = register to register

[power]
p_per_area_nw_per_um2 = 67.75
ir_worst_vdd_v = 0.00006628
leakage_nw = 7.109

[run]
drv_cap = 0
tool_warnings = 38

[cells in the mapped netlist (12+ instances only)]
master	number	area share
o211ai_1	17	0.0084
buf_4	24	0.012
a31oi_1	18	0.0074
o31ai_1	18	0.0089
or3_1	14	0.0057
nand2b_1	16	0.0066
dfxtp_1	181	0.24
inv_1	58	0.014
ha_1	131	0.11
o22ai_1	16	0.0066
o21a_1	27	0.013
mux2i_1	18	0.012
nand4_1	23	0.0094
nor2b_1	22	0.0090
o21ai_0	92	0.030
mux2_2	26	0.019
xnor2_1	81	0.047
a21o_1	48	0.024
xor2_1	41	0.024
a21oi_1	138	0.045
and3_1	12	0.0049
clkbuf_1	66	0.016
nor3_1	39	0.013
a211oi_1	18	0.0089
edfxtp_1	59	0.12
nand3_1	53	0.017
nor2_1	160	0.039
nand2_1	162	0.040
[per-stage QoR]
| stage | hold slack, ns | utilization | total power, mW | cells | setup slack [ns] |
|---|---|---|---|---|---|
| floorplan | 0.3306 | - | 0.6178 | 1749 | 10.44 |
| global placement | 0.3542 | 0.4487 | 0.6417 | 2305 | 9.466 |
| detailed placement | 0.3628 | 0.4487 | 0.6421 | 2305 | 9.471 |
| CTS | 0.3725 | 0.4728 | 1.218 | 2355 | 9.462 |
| global route | 0.3803 | 0.4728 | 1.248 | 2355 | 9.270 |
| finish | 0.3735 | 0.4728 | 1.204 | 2355 | 9.479 |
[worst paths after layout]
| path | start | end | slack (ns) |
|---|---|---|---|
| max | Ram_Q[2] | Mulin2_fil[2] | 9.48 |
| min | Mdct_en0 | Mdct_en1 | 0.37 |
| max reg2reg | Mulout_reg[0] | Adder_reg[44] | 14.10 |
| min reg2reg | Mdct_en0 | Mdct_en1 | 0.37 |
[routing by layer]
layer | GRT usage | vias up | share of wire
met1 | 0.3222 | 5936 | 0.47
li1 | - | 6459 | -
met2 | 0.3410 | 305 | 0.46
met5 | 0 | - | 0
met4 | 0.06230 | 0 | 0.034
met3 | 0.02875 | 62 | 0.044
[cell families (layout without fill, tap and decap cells)]
| logic type | count (synthesis) | after routing | share of synthesized area |
|---|---|---|---|
| buffers and inverters | 161 | 256 | 0.04586 |
| XOR/XNOR | 122 | 122 | 0.07006 |
| other | 2 | 4 | 0.0004924 |
| AND-OR/OR-AND | 480 | 480 | 0.2032 |
| flip-flops | 240 | 240 | 0.3537 |
| adder cells (fa/ha/maj) | 142 | 142 | 0.1219 |
| multiplexers | 46 | 46 | 0.03273 |
| AND/OR/NAND/NOR | 554 | 554 | 0.1720 |
[power by group]
group	switching, mW	leakage, nW	internal (mW)
logic	0.0260	4.64	0.0291
registers	0.00882	2.03	0.567
clock network	0.227	0.440	0.346
total	0.261	7.11	0.942
[worst register-to-register path, stage by stage, from the launching register on]
cell and delay [ns]:
dfxtp_1 0.33, ha_1 0.22, inv_1 0.07, fa_1 0.39, nand2b_1 0.20, a21oi_1 0.29, o211ai_1 0.20, a2111oi_0 0.80
nor2_1 0.16, o211ai_1 0.33, a311oi_1 0.18, xor2_1 0.17, o21ai_0 0.18
[area by class of cell]
class	count	area, um2
Clock buffer	45	829.5
Clock inverter	5	77.57
Fill cell	3516	19810
Inverter	60	225.2
Multi-Input combinational cell	1348	9178
Sequential cell	240	5399
Tap cell	511	639.4
Timing Repair Buffer	146	1419
No activity file was given, so power comes from the tool's default toggle rates.
